==> ./design.v <==
module i2c_phy_debounce (
    input               clk,
    input               rstn,
    inout               scl,
    inout               sda,
    input       [13:0]  debounce_cnt,
    output              sta_det,
    output              sto_det,
    output  reg         busy,
    output              scl_rising,
    output              scl_faling,
    input               scl_gauge_en,
    output  reg [31:0]  thigh,
    output  reg [31:0]  tlow,
    input               scl_o,
    output              scl_i,
    input               sda_o,
    output              sda_i
);
reg [ 1:0] cSCL, cSDA;       
reg [ 2:0] fSCL, fSDA;       
reg        sSCL, sSDA;       
reg        dSCL, dSDA;       
reg [13:0] filter_cnt;       
reg [31:0] timing_cnt;
assign scl = scl_o ? 1'bz : 1'b0;
assign sda = sda_o ? 1'bz : 1'b0;
always@(posedge clk or negedge rstn)
begin
    if(!rstn) begin
        timing_cnt <= 32'b0;
        thigh      <= 32'hffff_ffff;
        tlow       <= 32'hffff_ffff;
    end
    else if(scl_gauge_en) begin
        if(scl_rising || scl_faling)
            timing_cnt <= 32'b0;
        else if(busy)
            timing_cnt <= timing_cnt + 1'b1;
        if(scl_rising) tlow  <= timing_cnt;
        if(scl_faling) thigh <= timing_cnt;
    end
end
always @(posedge clk or negedge rstn)
    if (!rstn) begin
        cSCL <= 2'b00;
        cSDA <= 2'b00;
    end else begin
        cSCL <= {cSCL[0],scl};
        cSDA <= {cSDA[0],sda};
    end
always @(posedge clk or negedge rstn)
    if (!rstn) 
        filter_cnt <= 14'h0;
    else if (~|filter_cnt)
        filter_cnt <= debounce_cnt;  
    else
        filter_cnt <= filter_cnt -1;
always @(posedge clk or negedge rstn)
    if (!rstn) begin
        fSCL <= 3'b111;
        fSDA <= 3'b111;
    end else if (~|filter_cnt) begin
        fSCL <= {fSCL[1:0],cSCL[1]};
        fSDA <= {fSDA[1:0],cSDA[1]};
    end
always @(posedge clk or negedge rstn)
    if (~rstn) begin
        sSCL <= 1'b1;
        sSDA <= 1'b1;
        dSCL <= 1'b1;
        dSDA <= 1'b1;
    end else begin
        sSCL <= &fSCL[2:1] | &fSCL[1:0] | (fSCL[2] & fSCL[0]);
        sSDA <= &fSDA[2:1] | &fSDA[1:0] | (fSDA[2] & fSDA[0]);
        dSCL <= sSCL;
        dSDA <= sSDA;
    end
always @(posedge clk or negedge rstn)
    if (~rstn)
        busy <= 1'b0;
    else if(sta_det)
        busy <= 1'b1;
    else if(sto_det)
        busy <= 1'b0;
assign sta_det = sSCL && (!sSDA) && dSDA;
assign sto_det = sSCL && sSDA && (!dSDA);
assign scl_i   = dSCL;
assign sda_i   = dSDA;
assign scl_faling = dSCL && (!sSCL);
assign scl_rising = (!dSCL) && sSCL;
endmodule
==> ./run.sh <==
#!/bin/bash
# OpenROAD 26Q1-2900-gdf79404cd8, Yosys 0.63+post, stock flow scripts
make -C /OpenROAD-flow-scripts/flow DESIGN_CONFIG=/design/flow/config.mk WORK_HOME=/design/flow/orfs finish
==> ./config.mk <==
export PLATFORM = sky130hd
export DESIGN_NAME = i2c_phy_debounce
export DESIGN_NICKNAME = i2c_phy_debounce
export VERILOG_FILES = /design/flow/design.v
export SDC_FILE = /design/flow/constraint.sdc
export NUM_CORES = 4
export LEC_CHECK = 1
export CORE_UTILIZATION = 30
==> ./constraint.sdc <==
current_design i2c_phy_debounce

set clk_period 6.2
set clk_io_pct 0.2

create_clock -name clk0 -period $clk_period [get_ports {clk}]

set non_clock_inputs [all_inputs -no_clocks]
set_input_delay [expr $clk_period * $clk_io_pct] -clock clk0 $non_clock_inputs
set_output_delay [expr $clk_period * $clk_io_pct] -clock clk0 [all_outputs]
==> impl_metrics.env <==
# physical design summary
export IMPL_p_seq_share_pct=44.9
export IMPL_ys_area_um2=4510
export IMPL_dr_pass1_iters=4
export IMPL_clockRootBuffer="clkbuf_16"
export IMPL_cp_top_family="flip-flops"
export IMPL_antenna_found_initial=0
export IMPL_synth_largest_area_cell="dfstp_2"
export IMPL_post_cts_resized=0
export IMPL_ir_worst_vdd_mv=0.159
export IMPL_synth_cell_types=31
export IMPL_logic_area_um2=1440
export IMPL_finalHoldViolations=0
export IMPL_final_core_util_pct=41.7
export IMPL_antenna_left=0
export IMPL_fp_row_count=44
export IMPL_switching_share_pct=22.4
export IMPL_vias=2645
export IMPL_p_per_area_nw_per_um2=307
export IMPL_pwr_share_comb_pct=7.0
export IMPL_post_cts_setup_buffer_count=0
export IMPL_vias_per_cell=4.45
export IMPL_syn_area_um2=4510
export IMPL_numCtsBuffers=17
export IMPL_holdWs_ns=0.376
export IMPL_status="completed"
export IMPL_startpoint_type="flop"
export IMPL_dpl_worst_slack_ns=3.36
export IMPL_fillerInstances=1307
export IMPL_rsz0062_at_grt="false"
export IMPL_ys_warnings_count=3
export IMPL_max_cap_viol_count=0
export IMPL_slowest_delay_ns=0.56
export IMPL_syn_avg_cell_area_um2=14.8
export IMPL_criticalPathCategory="flop to output port"
export IMPL_ys_cells=305
export IMPL_hold_class="flop to flop"
export IMPL_r2r_start="filter_cnt[5]"
export IMPL_power_switching_w=0.000418
export IMPL_power_clock_fraction_pct=48.2
export IMPL_synth_cells=305
export IMPL_chipArea_um2=15500
export IMPL_dp_hpwl_um=5180
export IMPL_hold_buffers=0
export IMPL_cts_tree="yes"
export IMPL_place_gp_congestion=0.802
export IMPL_grt_usage_pct=12.0
export IMPL_top_area_share_pct=40.2
export IMPL_fp_util_pct=30.9
export IMPL_area_delta_synth_final_pct=34.8
export IMPL_worstMarginPinSlew_ns=0.713
export IMPL_min_delay_start="sSCL"
export IMPL_core_area_um2=14600
export IMPL_chipHeight_um=125
export IMPL_drv_slew=0
export IMPL_path_max_fanout=4
export IMPL_cts_htree_levels=4
export IMPL_clkLatencyLatePin_ns=0.41
export IMPL_drc=0
export IMPL_grt_overflow=0
export IMPL_ff_type="dfstp_2"
export IMPL_end_kind="output port"
export IMPL_cts_sinks=115
export IMPL_topCellsByArea="dfstp_2 40%, dfrtp_1 25%, mux2_2 17%"
export IMPL_critPathBufInv=2
export IMPL_layout_drive_gt1_share_pct=42.9
export IMPL_diodes=0
export IMPL_cp_slowest_cell="dfstp_2"
export IMPL_post_route_min_period_ns=2.91
export IMPL_max_slew_margin_pct=52.4
export IMPL_synth_edff_count=0
export IMPL_die_width_um=125
export IMPL_p_leak_nw=2.56
export IMPL_drtIter0Drc=99
export IMPL_routed_wl_um=8480
export IMPL_setup_viol=0
export IMPL_synthArstFlopShare_pct=100
export IMPL_tool_warnings=29
export IMPL_grt_pass1_vias=2698
export IMPL_clk_pin_slew_worst_paths_ns=0.05
export IMPL_worst_slack_ns=3.29
export IMPL_fin_total_pwr_w=0.00187
export IMPL_fin_crit_sh_pct=47.0
export IMPL_cp_arrival_ns=1.67
export IMPL_skew_ns=0.0107
export IMPL_port_buffers=85
export IMPL_seq_area_um2=2960
export IMPL_grt_max_degree=62
export IMPL_cp_cell_sequence="inv_1, ha_1, clkdlybuf4s50_1"
export IMPL_ys_ff=115
export IMPL_wl_per_cell_um=14.3
export IMPL_grt_pass1_wl_um=14300
export IMPL_tns_ns=0
export IMPL_ios=92
export IMPL_clockBufferDepth=2
export IMPL_ys_seq_share_pct=65.7
export IMPL_worst_ep_required_time_ns=4.96
export IMPL_max_freq_mhz=343
export IMPL_p_int_w=0.00145
export IMPL_cp_startpoint="dSCL"
per-stage QoR:
step,instances,cell area (um^2)
global route,594,6080
global placement,562,5530
floorplan,308,4530
CTS,594,6080
detailed placement,562,5530
finish,594,6080
layout by cell type (no fill, tap or decap), drive strengths merged, types with 5 or more instances in the layout:
cell type,n
dfstp,69
nand2,5
clkdlybuf4s50,84
and2,33
mux2,71
clkbuf,26
inv,5
nor2,6
buf,5
xnor2,10
clkinv,5
a21oi,8
nor3,11
dfrtp,46
cell usage after synthesis (2+ instances only):
| cell type | instances |
|---|---|
| clkbuf_1 | 5 |
| buf_4 | 6 |
| buf_6 | 2 |
| buf_1 | 6 |
| and2_1 | 33 |
| mux2_2 | 70 |
| o22a_1 | 2 |
| nor3_1 | 11 |
| nand3_1 | 3 |
| ha_1 | 4 |
| nand2_1 | 5 |
| inv_1 | 5 |
| nor2_1 | 6 |
| dfstp_2 | 69 |
| a21oi_1 | 8 |
| xnor2_1 | 10 |
| dfrtp_1 | 46 |
routing by layer:
metal | up-vias | part of all wire (%) | global-route usage, %
li1 | 1216 | - | -
met1 | 1345 | 47 | 18.3
met2 | 72 | 45 | 17.5
met3 | 12 | 5.8 | 3.81
met4 | 0 | 1.6 | 2.06
met5 | - | 0 | 0
area by class of cell:
class | count | share of cell area [%]
clock buffer | 26 | 8.20
clock inverter | 6 | 0.905
inverter | 5 | 0.308
multi-input combinational | 169 | 23.6
sequential | 115 | 48.7
tap | 184 | 3.78
timing repair buffer | 89 | 14.4
state kept, by name (all words and copies together) (netlist names):
signal	count
thigh	32
timing_cnt	32
tlow	32
filter_cnt	14
fSCL	2
dSCL	1
fSDA	1
sSCL	1
final timing paths:
| path | endpoint | cells after the start | slack (ns) |
|---|---|---|---|
| max in group asynchronous | filter_cnt[7] | 2 | 4.11 |
| hold reg to reg | dSCL | 0 | 0.38 |
| hold / removal | dSCL | 0 | 0.38 |
| setup / recovery | sto_det | 3 | 3.29 |
| min in group asynchronous | timing_cnt[14] | 1 | 0.88 |
| setup reg to reg | filter_cnt[11] | 4 | 3.84 |
power by group through the flow:
stage	logic, W	clock network, W	registers (W)
6_report	0.000130	0.000900	0.000838
5_1_grt	0.000147	0.000967	0.000844
4_1_cts	0.000132	0.000932	0.000837
cell families after synthesis:
family	count (synthesis)	share of synthesized area [%]
DFF	115	65.7
muxes	71	17.8
and+or+nand+nor	67	8.79
buffers and inverters	24	2.83
AOI/OAI and AO/OA	12	1.58
xor gates and xnor gates	10	1.94
adders and majority gates	5	1.33
other	1	0.0831
No activity file was given, so power comes from the tool's default toggle rates.
