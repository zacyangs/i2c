==> flow/run.sh <==
#!/bin/bash
# OpenROAD 26Q1-2900-gdf79404cd8, Yosys 0.63+post, stock flow scripts
make -C /OpenROAD-flow-scripts/flow DESIGN_CONFIG=/design/flow/config.mk WORK_HOME=/design/flow/orfs finish
==> flow/config.mk <==
export PLATFORM = sky130hd
export DESIGN_NAME = i2c_reg
export DESIGN_NICKNAME = i2c_reg
export VERILOG_FILES = /design/flow/design.v
export SDC_FILE = /design/flow/constraint.sdc
export NUM_CORES = 4
export LEC_CHECK = 1
export CORE_UTILIZATION = 50
==> flow/constraint.sdc <==
current_design i2c_reg

set clk_period 3.6
set clk_io_pct 0.2

create_clock -name clk0 -period $clk_period [get_ports {clk}]

set non_clock_inputs [all_inputs -no_clocks]
set_input_delay [expr $clk_period * $clk_io_pct] -clock clk0 $non_clock_inputs
set_output_delay [expr $clk_period * $clk_io_pct] -clock clk0 [all_outputs]
==> flow/design.v <==
module i2c_reg(
    input               clk,
    input               rstn,
    input               apb_sel,
    input               apb_en,
    input               apb_write,
    output reg          apb_ready = 1,
    input       [31:0]  apb_addr,
    input       [31:0]  apb_wdata,
    output reg  [31:0]  apb_rdata = 0,
    output              irq,
    input       [4:0]   tx_fifo_ocy,
    output              tx_fifo_wr,
    output      [9:0]   tx_fifo_wdat,
    input       [4:0]   rx_fifo_ocy,
    output              rx_fifo_rd,
    input       [7:0]   rx_fifo_rdat,
    output      [4:0]   rx_fifo_pirq,
    output      [9:0]   slv_adr,
    output reg          srstn = 1'b1,
    output reg  [6:0]   cr,
    input       [6:0]   cr_clr,
    input       [6:0]   cr_set,
    input       [7:0]   sr,
    input       [7:0]   irq_req,
    output reg  [31:0]  tsusta,
    output reg  [31:0]  tsusto,
    output reg  [31:0]  thdsta,
    output reg  [31:0]  tsudat,
    output reg  [31:0]  tbuf,
    output reg  [31:0]  thigh,
    output reg  [31:0]  tlow,
    output reg  [31:0]  thddat
);
reg         gie = 0;
reg  [7:0]  isr = 0;
wire [7:0]  isr_nxt;
wire [7:0]  isr_clr;
wire [7:0]  isr_set;
reg  [7:0]  ier;
reg  [9:0]  txr;
reg  [6:0]  adr;
reg  [2:0]  ten_adr;
reg  [4:0]  rx_pirq;
wire        srst_set;
wire        srst_clr;
reg  [3:0]  srst_cnt = 0;
wire        wr_en;
wire        rd_en;
wire        wr_isr;
assign rx_fifo_pirq[4:0] = rx_pirq[4:0];
assign slv_adr      = {ten_adr, adr};
assign wr_en =  apb_write & apb_en & apb_sel;
assign rd_en = ~apb_write & apb_en & apb_sel;
always @(posedge clk or negedge rstn)
begin
    if (!rstn) begin
        gie         <= 1'b0;
        ier         <= 8'h0;
        adr         <= 7'b0;
        ten_adr     <= 3'b0;
        rx_pirq     <= 5'b1;
        txr         <= 10'b0;
        tsusta      <= 'h23a;
        tsusto      <= 'h1f4;
        thdsta      <= 'h1ae;
        tsudat      <= 'h100;
        tbuf        <= 'h1f4;
        thigh       <= 'h1ed;
        tlow        <= 'h1ed;
        thddat      <= 'h40;
    end else if (wr_en) begin
        case (apb_addr[8:0])
            9'h01c : gie        <= apb_wdata[31];
            9'h028 : ier        <= apb_wdata[7:0];
            9'h108 : txr        <= apb_wdata[9:0];
            9'h110 : adr        <= apb_wdata[7:1];
            9'h11c : ten_adr    <= apb_wdata[2:0];
            9'h120 : rx_pirq    <= apb_wdata[4:0];
            9'h128 : tsusta     <= apb_wdata[31:0];
            9'h12c : tsusto     <= apb_wdata[31:0];
            9'h130 : thdsta     <= apb_wdata[31:0];
            9'h134 : tsudat     <= apb_wdata[31:0];
            9'h138 : tbuf       <= apb_wdata[31:0];
            9'h13c : thigh      <= apb_wdata[31:0];
            9'h140 : tlow       <= apb_wdata[31:0];
            9'h144 : thddat     <= apb_wdata[31:0];
            default: ;
        endcase
    end
end
always @(posedge clk or negedge rstn)
begin
    if (!rstn) begin
        cr[6:0] <= 7'b0;
    end else begin
        if(wr_en && apb_addr[8:0] == 9'h100)
            cr[6:0]<= apb_wdata[6:0];
        else
            cr[6:0] <=(cr[6:0] | cr_set) & (~cr_clr);
    end
end
always @(posedge clk)
begin
    case (apb_addr[8:0]) 
        9'h01c: apb_rdata <= {gie, 31'b0 };
        9'h020: apb_rdata <= {24'b0, isr };
        9'h028: apb_rdata <= {24'b0, ier }; 
        9'h100: apb_rdata <= {25'b0, cr  }; 
        9'h104: apb_rdata <= {24'b0, sr  }; 
        9'h108: apb_rdata <= {24'b0, txr };
        9'h10c: apb_rdata <= {26'b0, rx_fifo_rdat};
        9'h110: apb_rdata <= {26'b0, adr, 1'b0};
        9'h114: apb_rdata <= {27'b0, tx_fifo_ocy};
        9'h118: apb_rdata <= {27'b0, rx_fifo_ocy};
        9'h11c: apb_rdata <= {29'b0, ten_adr};
        9'h120: apb_rdata <= {27'b0, rx_pirq};
        9'h128: apb_rdata <= tsusta;
        9'h12c: apb_rdata <= tsusto;
        9'h130: apb_rdata <= thdsta;
        9'h134: apb_rdata <= tsudat;
        9'h138: apb_rdata <= tbuf;
        9'h13c: apb_rdata <= thigh;
        9'h140: apb_rdata <= tlow;
        9'h144: apb_rdata <= thddat;
        default : apb_rdata <= 32'hdeadbeef;
    endcase
end
assign srst_set = wr_en && 
                  apb_addr[8:0] == 9'h040 &&
                  apb_wdata[31:0] == 32'ha;
assign srst_clr = srst_cnt == 0;
always@(posedge clk)
begin
    if(srst_set)
        srst_cnt <= 4'ha;
    else if(|srst_cnt)
        srst_cnt <= srst_cnt - 1'b1;
    if(srst_set)
        srstn <= 1'b0;
    else if(srst_clr)
        srstn <= 1'b1;
    isr <= isr_nxt;
end
assign tx_fifo_wr   = wr_en && (apb_addr[8:0] == 9'h108);
assign tx_fifo_wdat = apb_wdata[9:0];
assign rx_fifo_rd   = rd_en && (apb_addr[8:0] == 9'h10c);
assign wr_isr       = wr_en && (apb_addr[8:0] == 9'h020);
assign isr_clr[7:0] = {8{wr_isr}} & apb_wdata[7:0];
assign isr_set[7:0] = irq_req[7:0];
assign isr_nxt[7:0] = (isr[7:0] & (~isr_clr[7:0])) | isr_set[7:0];
assign irq          = |(isr & ier) & gie;
endmodule
==> summary.txt <==
fresh numbers from the pnr run: Crit Path Category input pin to output port, number of CTS-inserted buffers 38, Yosys reg bits 342, ant diodes 0, Vias/cell 6.06, DRT Pass-1 Iters 5, clock root cell clkbuf_16, Crit path required time 2.88 ns, Critical R2R Launch thdsta[4]$_DFFE_PN0P_, Cell Type Count 74, Power Density 379 mW/mm2, first-pass GRT wire length 82400 um, CTS resizes 0, Pre-Place Util 0.507, CTS sink cnt 342, RSZ-0062 raised after global routing false, CTS tree done, CTS clk-pin slew, worst paths 0.06 ns, crit-path max FO 4, clock tree buffer depth 3, status finished, final reports clean, Worst R2R End apb_rdata[4]$_DFF_P_, ys flop type dfrtp_1, initial antenna violation count 0, max-slew violation count 0, fin util 0.709, Yosys Instances 1210, Final Hold Viols 0, asr flop ratio synth 0.868, dpl cell area 0.0204 mm2, tool warnings 52, post-route setup TNS 0 ns, top cells by area, synth dfrtp_1 42%, mux2_2 19%, dfstp_2 6.8%, worst reg-to-reg setup slack 2.03 ns, post-place setup slack 0.194 ns, Setup Viol. Count Final 0, IO buf count 417, vias 12600, Post-Syn Instances 1210, FP Rows 64, Worst slew margin 0.557, fin crit share 0.926, Top-area cell share 0.415, core area 0.0305 mm2, Synth Seq Share 0.542, Total Routing Usage GR 0.381, mean post-synth cell area 12.8 um2, IO Count 442, hold buffers post-CTS 0, setup repair bufs after CTS 0, fmax 300 MHz, layout cells sized above 1 0.287, drt wl/cell 27.3 um, Syn Std Cell Area 0.0155 mm2, final setup margin 0.267 ns, initial DRC count 789, Post-Layout Cell Count 2076, hpwl dp 38900 um, Layout area overhead 39.8%, DP Cell Count 2008, yosys stat area 0.0155 mm2, final WL 56600 um, post-route design area 0.0216 mm2, commonest cells in the netlist 264 x mux2_2, 257 x dfrtp_1, 57 x nand2_1, Worst Setup End Kind output port, Startpoint Class input pin, cell accounting for the most synthesized area dfrtp_1, Die H 178 um, Syn. warnings 1, leak pwr 0.00947 uW, Final Skew 0.0145 ns, crit path DAT 2.61 ns, post-layout min period 3.33 ns, number of global-route vias before repair 12600, DIE AREA 0.0317 mm2, largest net degree at the start of global routing 101, GRT overflow 0, DRC Markers 0, ANT nets after route 0, Tightest Pin Transition 0.664 ns, Late-Pin Clk Latency 0.52 ns, Die Wd 178 um, Peak supply drop 0.329 mV, max-cap violation count 0, count of library flops with an enable pin 0, H-tree levels 2, R2R cell count 5, Placer Congestion 1.01, Hold WC Path Type input pin to asynchronous set/reset pin, most common cell in the netlist mux2_2
-- worst max path at each step --
stage / from / endpoint / slack (ns) / depth (start not counted)
4_1_cts: apb_addr[8] / rx_fifo_rd / 0.27 / 6
5_1_grt: apb_addr[8] / rx_fifo_rd / 0.13 / 6
6_report: apb_addr[8] / rx_fifo_rd / 0.27 / 6
-- critical path, cell delays in order --
cell and delay [ns]:
clkdlybuf4s50_1 0.55, or3b_1 0.44, nor2_1 0.15, nand2_1 0.12, nor3_1 0.14, clkdlybuf4s50_1 0.50
-- power by group --
part | internal, uW | switching, uW
registers | 3880 | 30.3
logic | 258 | 310
clock network | 2180 | 1540
total | 6320 | 1880
-- flip-flops by register name (all words and copies together), names as in the netlist, 8 cells and up --
signal and flops:
apb_rdata 32, ier 8, isr 8, tbuf 32, thddat 32, thdsta 32
thigh 32, tlow 32, tsudat 32, tsusta 32, tsusto 32, txr 10
-- cell usage in the layout, fill, tap and decap left out, types with 4 or more instances in the layout --
cell type / n
clkbuf_16: 38
o2bb2ai_1: 5
a32oi_1: 8
clkbuf_1: 13
nor3_2: 6
dfrtp_1: 257
a22oi_1: 54
a21o_1: 8
nor3_4: 6
dfstp_2: 40
o31ai_1: 7
mux2_2: 264
clkbuf_8: 7
a22o_1: 18
buf_4: 74
o21ai_0: 15
nand2b_1: 7
a222oi_1: 9
nor2_1: 44
nand4_1: 28
clkdlybuf4s50_1: 414
nor2b_1: 5
nand3_1: 18
nand2_2: 4
mux4_2: 4
a21oi_1: 35
buf_12: 10
nor3_1: 8
mux2_1: 38
nor4_1: 15
clkinv_2: 7
nand2_1: 55
inv_1: 4
mux2i_1: 34
o22ai_1: 5
dfxtp_1: 45
-- through the flow --
stage	power, uW	hold WS [ns]
detailed placement	4540	0.466
floorplan	4130	0.416
CTS	8240	0.209
global route	8430	0.227
global placement	4540	0.466
finish	8200	0.187
-- logic make-up (layout without fill, tap and decap cells) --
kind of cell	count (synthesis)	after routing	synth area share
AOI/OAI and AO/OA	188	188	0.0882
xor gates and xnor gates	2	2	0.00113
adders and majority gates	2	2	0.00162
buffers and inverters	102	572	0.0338
DFF	342	342	0.542
muxes	340	340	0.247
other	1	1	0.000242
and+or+nand+nor	233	233	0.0860
-- per-layer routing --
layer / global-route usage / vias up / routed length, um
met2: 0.543 / 679 / 25100
met5: 0.00962 / - / 23
met3: 0.166 / 99 / 7260
met4: 0.0830 / 2 / 1500
li1: - / 5422 / -
met1: 0.562 / 6384 / 22700
-- area by class of cell --
type / count / area [um2]
Clock buffer: 58 / 1100
Clock inverter: 10 / 90.1
Fill cell: 2158 / 8880
Inverter: 4 / 15.0
Multi-Input combinational cell: 766 / 6630
Sequential cell: 342 / 8380
Tap cell: 396 / 495
Timing Repair Buffer: 500 / 4920
Power figures rest on the tool's default switching activity, not on a simulated workload.
