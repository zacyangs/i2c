==> run.sh <==
#!/bin/bash
# OpenROAD 26Q1-2900-gdf79404cd8, Yosys 0.63+post, stock flow scripts
make -C /OpenROAD-flow-scripts/flow DESIGN_CONFIG=/design/flow/config.mk WORK_HOME=/design/flow/orfs finish
==> config.mk <==
export PLATFORM = sky130hd
export DESIGN_NAME = sync_fifo
export DESIGN_NICKNAME = sync_fifo
export VERILOG_FILES = /design/flow/design.v
export SDC_FILE = /design/flow/constraint.sdc
export NUM_CORES = 4
export LEC_CHECK = 1
export CORE_UTILIZATION = 30
==> constraint.sdc <==
current_design sync_fifo

set clk_period 35.3
set clk_io_pct 0.2

create_clock -name clk0 -period $clk_period [get_ports {clk}]

set non_clock_inputs [all_inputs -no_clocks]
set_input_delay [expr $clk_period * $clk_io_pct] -clock clk0 $non_clock_inputs
set_output_delay [expr $clk_period * $clk_io_pct] -clock clk0 [all_outputs]
==> design.v <==
module sync_fifo#(
    parameter DW = 8,
    parameter DEPTH = 128,
    parameter AW = clog2(DEPTH)
)(
    input               clk,
    input               rstn,
    input               rd,
    output      [DW-1:0]dout,
    output  reg         empty,
    input               wr,
    input       [DW-1:0]din,
    output  reg         full,
    output  reg  [AW:0] usedw
);
reg  [DW-1:0]   mem [DEPTH-1:0];
wire [AW-1:0]   rptr_nxt;
wire [AW-1:0]   wptr_nxt;
reg  [AW-1:0]   rptr;
reg  [AW-1:0]   wptr;
wire            empty_set;
wire            empty_clr;
wire            empty_nxt;
wire            full_set;
wire            full_clr;
wire            full_nxt;
reg  [DW-1:0]   q_cache;
reg  [DW-1:0]   q_tmp;
reg             show_ahead;
assign wr_int     = wr & (!full);
assign rd_int     = rd & (!empty);
assign wptr_nxt   = wr_int? wptr + 1 : wptr;
assign rptr_nxt   = rd_int? rptr + 1 : rptr;
assign empty_set  = rd_int && !wr_int && (usedw == 1);
assign empty_clr  = wr_int;
assign empty_nxt  = empty_set ? 1'b1 :
                    empty_clr ? 1'b0 : empty;
assign full_set = wr_int && !rd_int && (usedw == DEPTH - 1);
assign full_clr = rd_int;
assign full_nxt = full_set ? 1'b1 : 
                  full_clr ? 1'b0 : (usedw == DEPTH);
always @(posedge clk or negedge rstn) 
begin
    if(!rstn) begin
        wptr        <= 0;
        rptr        <= 0;
        empty       <= 1'b1;
        full        <= 1'b0;
        show_ahead  <= 1'b0;
    end
    else begin
        wptr        <= wptr_nxt;
        rptr        <= rptr_nxt;
        empty       <= empty_nxt;
        full        <= full_nxt;
        if(wr_int && (usedw == {{AW-1{1'b0}}, rd_int}))
            show_ahead <= 1'b1;
        else 
            show_ahead <= 1'b0;
    end
end
always @(posedge clk or negedge rstn) begin : proc_usedw
    if(!rstn) begin
        usedw <= 0;
    end else if(rd_int && !wr_int) begin
        usedw <= usedw - 1;
    end else if(!rd_int && wr_int) begin
        usedw <= usedw + 1;
    end
end
always @(posedge clk) begin
    if(wr_int)
        mem[wptr] <= din;
    q_tmp   <= mem[rptr_nxt];
    q_cache <= din;
end
assign dout = show_ahead ? q_cache : q_tmp;
function integer clog2;
    input integer depth;
begin
    depth = depth - 1;
    for(clog2 = 1; depth > 1; depth = depth >> 1)
        clog2 = clog2 + 1;
end
endfunction
endmodule  
==> flow_summary.json <==
{
  "outcome": "finished clean",
  "clock_sinks": 1065,
  "netSwitchingPower_mw": 1.80,
  "period_minus_slack_ns": 10.81,
  "die_x_um": 412,
  "first_global_vias": 31700,
  "worstSetupPathType": "primary input to flop",
  "grt_pass1_wl_um": 213000,
  "edf_count": 1024,
  "fp_util": 0.304,
  "htreeDepth": 3,
  "ys_seq_share": 0.630,
  "track_usage": 0.180,
  "ys_types": 79,
  "grt-ovfl-total": 0,
  "end_kind": "flop",
  "cts_hold_buffers": 0,
  "ant_nets": 0,
  "slew_violations": 0,
  "antenna_found_initial": 5,
  "cts_resized": 0,
  "globalplace.congestion": 1.01,
  "via_per_inst": 5.43,
  "power.leakage_nw": 18.2,
  "hpwl_um": 91500,
  "core_area_mm2": 0.166,
  "finalHoldViolCount": 0,
  "worst_pin_slew_ns": 1.06,
  "p_int_mw": 2.80,
  "first_iter_violations": 2194,
  "crit_chain": "clkdlybuf4s50_1, and4b_1, buf_4, a21oi_4, buf_4, nor2_4, inv_4, buf_4, o211ai_1, a311oi_1, nand3_1, o211ai_1",
  "synth_area_mm2": 0.0503,
  "largest_area_cell": "edfxtp_1",
  "final_util": 0.340,
  "syn_area_per_cell_um2": 14.4,
  "min_path_type": "flop to flop",
  "finalSetupViolCount": 0,
  "ys_cells": 3483,
  "drive_above_1_share": 0.166,
  "whs_ns": 0.534,
  "rrSetupSlack_ns": 30.02,
  "combPwrFrac": 0.439,
  "cts_tree": "yes",
  "routed_wl_um": 145000,
  "dp.cells": 5553,
  "rows": 149,
  "clk_pin_slew_ns": 0.06,
  "synth_cells": 3483,
  "yosysWarnings": 3,
  "max_cap_viol_count": 0,
  "power_density_mw_per_mm2": 81.5,
  "worstPathRequired_ns": 35.94,
  "port_buffers": 29,
  "cts_root_buf": "clkbuf_16",
  "cts_buffers": 108,
  "max_slew_margin": 0.291,
  "ys_chip_area_mm2": 0.0503,
  "clock_latency_ns": 0.73,
  "drc": 0,
  "die_area_mm2": 0.169,
  "finClkSkew_ns": 0.0347,
  "post_cts_buffers": 0,
  "top_area_frac": 0.611,
  "grt_max_degree": 100,
  "synthFlopType": "edfxtp_1",
  "cpPeakStageDelay_ns": 0.77,
  "max-clock-path-buffers": 3,
  "path_max_fanout": 49,
  "tns_ns": 0,
  "cp_common_cell": "buf_4",
  "chipHeight_um": 412,
  "wire_per_inst_um": 25.2,
  "area_leaders": "edfxtp_1 (61%), mux2i_1 (8.5%), mux4_2 (4.2%), mux2_2 (3.9%), nand2_1 (1.6%)",
  "rsz0062_at_grt": "no",
  "critPathLaunchType": "primary input",
  "fill_cells": 15600,
  "clkPwrFrac": 0.239,
  "critPathSlowestCell": "a311oi_1",
  "finalClockPeriodUsage": 0.306,
  "irDropWorstVdd_mv": 0.0767,
  "cp_data_arrival_time_ns": 11.45,
  "via_count": 31200,
  "seqPwrFrac": 0.322,
  "dr.pass1.iters": 6,
  "synth_flops": 1065,
  "max_freq_ghz": 0.0925,
  "area_growth_pct": 12.0,
  "pin_count": 30,
  "async_flop_share": 0.0235,
  "layoutNonFillerInstCount": 5749,
  "netSwitchingFraction": 0.391,
  "warning_count": 30
}
-- cells in the mapped netlist (all sizes together) (13+ instances only) --
cell and n:
xnor2 16, a32oi 18, a211oi 79, nor2 178, inv 33, mux4 94, and3 20, o21ai 75
mux2 175, dfxtp 16, mux2i 427, nand2 219, o211ai 65, nor4 13, nor3 21, nor3b 14
a222oi 22, a22oi 33, o22ai 70, a221oi 39, a31oi 13, dfrtp 24, a311oi 53, o32ai 13
nand3 57, buf 194, a21oi 107, o31ai 16, edfxtp 1024, nor2b 88, a2111oi 43, clkbuf 76
-- logic make-up (layout without fill, tap and decap cells) --
kind of cell / count (synthesis) / after routing / synth area share
DFF: 1065 / 1065 / 0.630
AOI/OAI and AO/OA: 707 / 707 / 0.102
muxes: 696 / 696 / 0.166
and+or+nand+nor: 679 / 679 / 0.0647
buffers and inverters: 305 / 381 / 0.0298
xor gates and xnor gates: 23 / 23 / 0.00490
adders and majority gates: 8 / 8 / 0.00199
other: 0 / 1 / 0
-- flip-flops by register name, summed over array words and instances (netlist names) --
register    flops
rptr            7
q_cache         8
wptr            7
show_ahead      1
full            1
q_tmp           8
empty           1
mem          1024
usedw           8
-- power by group through the flow --
stage / Sequential, mW / Combinational [mW] / Clock, mW
final: 1.48 / 2.02 / 1.10
after global routing: 1.49 / 2.13 / 1.17
after CTS: 1.48 / 2.00 / 1.12
-- critical path, delay by kind of cell --
kind            cells  cell delay [ns]
buf+inv             5             2.34
compound gates      4             1.31
simple gates        3             0.66
-- metrics by stage --
stage	instance area (um2)	worst slack, ns	power, mW
after global placement	53000	23.96	3.50
final	56400	24.49	4.59
after CTS	56400	24.72	4.60
after global routing	56400	24.37	4.79
after floorplan	50300	25.96	2.88
after detailed placement	53000	23.95	3.50
-- routing by layer --
metal  global-route usage  vias to the layer above  share of wire
met3               0.0913                      281           0.12
met1                0.231                    15600           0.38
li1                     -                    13900              -
met2                0.272                     1350           0.46
met4               0.0553                        6          0.039
met5                    0                        -        0.00019
-- worst paths after layout --
kind	from	to	depth (start not counted)
worst max-delay path	rd	q_tmp[7]	12
worst min-delay path	wptr[4]	wptr[4]	1
worst max register to register	rptr[1]	q_tmp[6]	9
worst min register to register	wptr[4]	wptr[4]	1
max in group asynchronous	rstn	rptr[1]	2
min in group asynchronous	rstn	usedw[3]	2
-- cells in the final DEF (no fill, tap or decap), types with 16 or more instances in the layout --
master and n:
a22oi_1 33, mux2_2 173, nand2_1 218, a311oi_1 53
a32oi_1 18, a21oi_1 106, nor2b_1 87, nor2_1 174
buf_4 126, a222oi_1 22, o211ai_1 65, a211oi_1 79
clkdlybuf4s50_1 21, edfxtp_1 1024, nor3_1 20, dfxtp_1 16
a221oi_1 39, o22ai_1 69, clkbuf_1 19, a2111oi_0 43
dfrtp_1 21, o31ai_1 16, inv_1 25, mux2i_1 427
clkinv_2 28, mux4_2 94, clkinv_1 28, clkbuf_16 110
and3_1 20, o21ai_0 69, nand3_1 57
-- final cells by class --
type	count	area (um2)	share of cell area
Clock inverter	66	539	0.00957
Antenna cell	1	2.50	0.0000444
Tap cell	2189	2740	0.0486
Clock buffer	129	2820	0.0501
Sequential cell	1065	31700	0.563
Timing Repair Buffer	151	1240	0.0219
Inverter	35	149	0.00264
Multi-Input combinational cell	2113	17200	0.305
Power and IR drop assume default switching activity.
